==> flow/design.v <==
module adder (operand_a_in, operand_b_in, carry_out, result_out);
   input [7:0] operand_a_in;
   input [7:0] operand_b_in;
   output      carry_out;
   output [7:0] result_out;
   assign {carry_out, result_out} = operand_a_in + operand_b_in;
endmodule: adder
==> flow/run.sh <==
#!/bin/bash
# OpenROAD 26Q1-2900-gdf79404cd8, Yosys 0.63+post, stock flow scripts
make -C /OpenROAD-flow-scripts/flow DESIGN_CONFIG=/design/flow/config.mk WORK_HOME=/design/flow/orfs finish
==> flow/config.mk <==
export PLATFORM = sky130hd
export DESIGN_NAME = adder
export DESIGN_NICKNAME = adder
export VERILOG_FILES = /design/flow/design.v
export SDC_FILE = /design/flow/constraint.sdc
export NUM_CORES = 4
export LEC_CHECK = 1
export CORE_AREA = 10 10 70 70
export DIE_AREA = 0 0 80 80
==> flow/constraint.sdc <==
current_design adder

set clk_period 6.3
set clk_io_pct 0.2

create_clock -name clk0 -period $clk_period

set non_clock_inputs [all_inputs -no_clocks]
set_input_delay [expr $clk_period * $clk_io_pct] -clock clk0 $non_clock_inputs
set_output_delay [expr $clk_period * $clk_io_pct] -clock clk0 [all_outputs]
==> summary.txt <==
Entry: Yosys synthesis followed by OpenROAD place and route.

Outcome:
- The flow ran to the end, and the final reports show no timing, DRC or antenna violations.

CTS:
- Looking at the post-CTS report, the setup buffer insertion count equals 0.
- The run gives the post-CTS resize count as 0.
- The post-CTS hold buffer count recorded in the log is 0.

Critical path:
- The critical path in this run is classified as primary input to output port.
- The run gives the required time reported for the critical path endpoint as 5040 ps.
- The worst setup path is launched from a primary input.
- The run puts the biggest fanout along the worst timing path at 6.
- The run gives the type of element capturing the critical path as an output port.
- The run puts the data arrival time of the critical path at 3370 ps.

Final timing:
- Endpoints failing hold in the final report were tallied at 0.
- The run puts the final-layout setup total negative slack at 0 ps.
- The run puts the maximum clock frequency at 216 MHz.
- The run gives the final max-slew violation count as 0.
- The pin closest to its max-slew limit shows a slew of 391 ps.
- From the final report, the count of setup violators was given as 0.
- After layout, the minimum clock period comes to 4630 ps.
- The run puts the final cycle utilization of the critical path at 73.5%.
- The run gives the worst hold-check slack as 3540 ps.
- Setup repair after global routing left no endpoint under its margin.
- The run gives the max-slew headroom at the worst pin as 73.3%.

Logic synthesis:
- The run gives the most area-hungry cell type in the Yosys netlist as ha_1.
- The run gives the synthesized instance count as 42.
- The synthesized netlist devotes 37.1% of its cell area to adder and majority cells.
- Among the non-sequential cells, adder cells take the most area.
- The cell area that synthesis handed to floorplanning was 324 sq um.
- The run gives the area share of the leading cell type in the synthesized netlist as 30.9%.
- The main area contributors are ha_1, a21oi_1, a311o_1.
- Each instance of the synthesized netlist takes up on average 7.72 sq um.
- The run gives the number of warning messages in the yosys log as 0.
- The run puts the number of distinct library cells after synthesis at 20.
- Counting instances in the post-synthesis netlist gives the leading cell types as ha_1, a21oi_1, nand2_1.
- The run puts the cell count in the Yosys report at 42.
- The run gives the area fraction in xor and xnor cells as 10.8%.
- After Yosys synthesis, AND-OR and OR-AND compound gates account for 27.8% of the synthesized area.
- Among all cell types in the netlist, the one instantiated most often is ha_1.
- The run puts the basic-gate share of the synthesized area counting and, or, nand and nor cells at 17.8%.
- The run puts the synthesis area per yosys at 324 sq um.
- The run puts the multiplexer area fraction after synthesis at 3.09%.
- The run gives the sequential element share of the synthesized area as 0%.

Flow run:
- The run gives the tool warning count as 32.
- The run gives the total of max-cap violations as 0.

Die:
- In this run the horizontal extent of the chip is 80 um.
- The run gives the fraction of the core area occupied by cells at floorplan as 9.49%.
- The run gives the core area as 0.00342 sq mm.
- The run gives the chip area as 0.00640 sq mm.
- The run gives the die boundary height as 80 um.
- The report lists the number of standard-cell rows as 21.
- The run puts the I/O pin total at 25.

Placement:
- The run gives the placer's final routability congestion estimate as 0.727.
- Per the placement log, port buffering inserted 25 buffers.
- The run gives the placement-stage cell area as 632 sq um.
- Once placement completed, the tool counted placed cells totaling 113.
- The run gives the HPWL after detailed placement as 1010 um.

Final layout:
- The run puts the post-route standard cell area excluding fillers at 632 sq um.
- Relative to the synthesized area, the layout overhead comes to 95.0%.
- The run gives the sequential cell area as 0 sq um.
- The run puts the count of non-filler cells in the finished layout at 113.
- The run gives the fraction of layout instances using a drive strength above 1 as 1.49%.
- The run puts the utilization after layout at 18.5%.
- The run gives the number of sequential cells in the layout as 0.
- The run puts the number of clock buffers in the layout at 0.

Routing:
- After the first detailed-routing iteration, the DRC count stood at 25.
- The run puts the post-route antenna net violation count at 0.
- The run puts the total vias in the final route at 412.
- The script logs the mean routed wire length per placed instance as 9.73 um.
- The run gives the count of antenna diodes in the layout as 0.
- The run puts the overall routed net length at 1100 um.
- The run puts the number of detailed-route iterations in the first pass at 4.
- The run puts the mean number of vias per cell at 3.65.
- The run puts the final routed DRC violation total at 0.

Global route:
- The run gives the sum of overflow across all layers after global routing as 0.
- Global routing used 3.17% of the available tracks.
- The run puts the number of antenna violations at the first check in global routing at 0.
- The run gives the number of global-route vias before repair as 375.
- The first global-routing pass estimated 1700 um of wire.
- The run puts the maximum number of pins on one net before global-route repair at 7.

Power:
- The run puts the leakage component of the power at 0.255 nW.
- IR analysis of the VDD net gives a maximum drop of 0.0362 mV.
- The run puts the total power density per cell area at 94.2 mW/mm^2.

Hold path:
- In this run the worst hold path is classified as primary input to output port.
- The run gives the number of cells traversed by the worst hold path as 3.
-- worst paths after layout --
check | from | end
worst max-delay path | operand_a_in[4] | result_out[7]
worst min-delay path | operand_b_in[0] | result_out[0]
-- cells by family after synthesis --
group           Yosys count
fa+ha+maj                 9
xor+xnor                  4
mux                       1
compound gates           13
buf+inv                   3
simple gates             12
-- power breakdown --
part,total (mW),internal (mW),switching (mW),leakage [nW]
sequential,0,0,0,0
clock,0,0,0,0
combinational,0.0595,0.0388,0.0207,0.255
total,0.0595,0.0388,0.0207,0.255
-- per-layer routing --
layer	wire, um	track usage, %	vias up
met2	406	4.09	18
met5	0	0	-
met3	162	1.93	0
met1	530	4.58	181
met4	0	0	0
li1	-	-	213
-- cells in the final DEF (no fill, tap or decap), drive strengths merged --
| cell | count |
|---|---|
| a2111oi | 1 |
| nor2 | 2 |
| xnor2 | 2 |
| o21bai | 1 |
| clkdlybuf4s50 | 25 |
| o21ai | 1 |
| a221oi | 1 |
| nand2 | 3 |
| fa | 1 |
| nand3 | 2 |
| inv | 3 |
| nor4 | 1 |
| nor3 | 2 |
| mux2i | 1 |
| nor2b | 2 |
| xor2 | 2 |
| a21o | 2 |
| ha | 8 |
| a311o | 2 |
| a21oi | 5 |
-- per-stage QoR --
stage	power [mW]	worst slack, ps
5_1_grt	0.0662	1560
2_1_floorplan	0.0235	2730
4_1_cts	0.0606	1660
6_report	0.0595	1670
3_3_place_gp	0.0593	1690
3_5_place_dp	0.0601	1680
-- layout make-up --
cell class / count / area [sq um]
fillers: 381 / 2780
multi-input cells: 39 / 313
repair buffers: 25 / 250
well taps: 46 / 57.6
inverters: 3 / 11.3
-- critical path, stage by stage --
cell             delay [ps]
clkdlybuf4s50_1         410
ha_1                    370
a21o_1                  220
a2111oi_0               430
mux2i_1                 120
nand2_1                  80
clkdlybuf4s50_1         480
Power is estimated from default activity; no workload was simulated.
